File: flow/config.mk
export PLATFORM = sky130hd
export DESIGN_NAME = ALU
export DESIGN_NICKNAME = ALU
export VERILOG_FILES = /design/flow/design.v
export SDC_FILE = /design/flow/constraint.sdc
export NUM_CORES = 4
export LEC_CHECK = 1
export CORE_UTILIZATION = 40
File: flow/constraint.sdc
current_design ALU

set clk_period 19.0
set clk_io_pct 0.2

create_clock -name clk0 -period $clk_period

set non_clock_inputs [all_inputs -no_clocks]
set_input_delay [expr $clk_period * $clk_io_pct] -clock clk0 $non_clock_inputs
set_output_delay [expr $clk_period * $clk_io_pct] -clock clk0 [all_outputs]
File: flow/design.v
module ALU (
    input [3:0] ALUctl,
    input signed [31:0] A,B,
    output reg signed [31:0] ALUOut,
    output zero
);
    wire signed [31:0]B_neg = -B;
    assign zero = ~(|ALUOut);
    always @ (A,B,ALUctl) begin
        case(ALUctl)
            4'b0000:
                ALUOut = A + B;
            4'b0001:
                ALUOut = A - B;
            4'b0010:
                ALUOut = A & B;
            4'b0011:
                ALUOut = A | B;
            4'b0100:
                ALUOut = A << B;
            4'b0101:
                ALUOut = (A < B)? 32'b1 : 32'b0 ;
            4'b0110:
                ALUOut = A ^ B;
            default:
                ALUOut = 32'hxxxxxxxx;
        endcase    
    end
endmodule
File: flow/run.sh
#!/bin/bash
# OpenROAD 26Q1-2900-gdf79404cd8, Yosys 0.63+post, stock flow scripts
make -C /OpenROAD-flow-scripts/flow DESIGN_CONFIG=/design/flow/config.mk WORK_HOME=/design/flow/orfs finish
==> qor.rpt <==
RUN STATUS
--------------------------------------------------------------------------------
Result of the run                                                   finished clean

WORST SETUP PATH
--------------------------------------------------------------------------------
Critical Path Start Type                                               input pin
Critical path type                                                  input pin to output pin
Crit path DAT                                                            9170 ps
Top fanout value on the critical path                                         17
CP endpoint kind                                                      output pin
Worst EP required                                                       15200 ps

SYNTH
--------------------------------------------------------------------------------
Post-synthesis chip area from yosys                                 0.00735 mm^2
Post-Syn Area                                                       0.00735 mm^2
Cell count after synthesis                                                  1056
Synth Seq Share                                                               0%
Simple Share, Synth                                                        23.6%
XOR/XNOR Fraction of Synth Area                                           0.834%
Yosys cell count                                                            1056
Comb area leader                                                    AND-OR/OR-AND gates
Compound-Gate Fraction of Synth Area                                       35.8%
Warnings from Yosys                                                            1
Synthesized-area fraction occupied by adder cells                          16.9%
Synth mux share                                                            13.6%
Synthesized area per cell                                              6.96 um^2
Netlist cell types                                                            89

LAYOUT
--------------------------------------------------------------------------------
Share of cells above drive strength 1                                      9.17%
Clock buffers                                                                  0
Reg area                                                                  0 um^2
Most frequent cells in the layout                                   sky130_fd_sc_hd__inv_1, sky130_fd_sc_hd__clkdlybuf4s50_1, sky130_fd_sc_hd__ha_1
Combinational Area                                                  0.00669 mm^2
Number of fill cells                                                        1878
Flops                                                                          0
Area grow syn2layout                                                       16.0%

PWR
--------------------------------------------------------------------------------
Final Total Pwr                                                       0.000276 W
Proportion of power drawn by the clock network                                0%
Peak VDD IR                                                          0.0000199 V
Combinational power share                                                 100.0%
Psw                                                                   0.000159 W
Internal power                                                        0.000117 W
Power per unit of standard cell area                                32.3 mW/mm^2
Power share of the sequential group                                           0%
Share of total power consumed by net switching                             57.7%
Static Leakage                                                           3.51 nW

STA
--------------------------------------------------------------------------------
Top achievable clock speed                                              77.1 MHz
Final Hold Vio Count                                                           0
Slew Limit Headroom                                                        33.5%
Pins Over Slew Limit                                                           0
Setup TNS                                                                   0 ps
Transition at the pin with the smallest max-transition slack              984 ps
Final period demand of the worst path                                   12970 ps
Setup-violating endpoint count in the final report                             0
RSZ-0062 raised after global routing                                       false
Period utilisation layout                                                  68.3%

DETAILED ROUTING
--------------------------------------------------------------------------------
First DRT Iteration DRCs                                                     853
Via count                                                                   8967
Overall routed net length                                               34700 um
Count of TritonRoute iterations in the first routing pass                      5
Routed wirelength normalized by instance count                           25.9 um
Number of nets with antenna violations after routing                           0
Number of design rule violations left after detail routing                     0
Number of antenna cells inserted                                               0
Routed vias/inst                                                            6.69

CLOCKING
--------------------------------------------------------------------------------
Count of hold-fix buffers inserted at cts                                      0
Post CTS Setup Buffer Count                                                    0
Post-CTS Resized                                                               0

PLACEMENT
--------------------------------------------------------------------------------
Final HPWL from detailed placement                                      27000 um
Number of port buffers                                                       101
Final GP Congestion                                                         1.04

GLOBAL ROUTE
--------------------------------------------------------------------------------
Maximum number of pins on one net before global-route repair                  42
Vias in the first global route                                              8037
Wire length of the first global-routing pass                            50500 um
Tot GR Track Use                                                           37.3%
Number of antenna violations at the first check in global routing              1
GR Overflow Total                                                              0

DIE
--------------------------------------------------------------------------------
Chip Height                                                               138 um
Core Density at Floorplan                                                  40.9%
Die Span X                                                                138 um
Number of placed I/O pins                                                    101
Total die area                                                       0.0189 mm^2
Standard-cell row count                                                       49
Core ar.                                                             0.0180 mm^2

HOLD PATH
--------------------------------------------------------------------------------
Path category of the worst min-delay check                          input pin to output pin

FLOW RUN
--------------------------------------------------------------------------------
Maxcap violations                                                              0
Tool warnings                                                                 96

## routing by layer
layer  share of wire [%]  vias up  track usage [%]
met5                   0        -                0
met4                 2.5        0             8.36
met3                 9.1       59             6.91
met2                  42      484             55.0
met1                  46     4271             56.2
li1                    -     4153                -
## Yosys cell counts (all sizes together), types with 11 or more instances
master / n / area share (%)
nor2b: 11 / 0.94
o21ai: 66 / 4.5
mux4: 30 / 9.2
nand2b: 13 / 1.1
buf: 28 / 2.0
and3: 12 / 1.1
o221ai: 13 / 1.5
nand3: 19 / 1.3
nor3: 37 / 2.6
o22ai: 12 / 1.0
a211oi: 18 / 1.9
a21o: 14 / 1.4
ha: 96 / 16
a31oi: 17 / 1.4
or3: 14 / 1.2
nand2: 88 / 4.5
clkbuf: 39 / 2.0
nor2: 89 / 4.5
a21oi: 80 / 5.5
o211ai: 18 / 1.8
a221oi: 16 / 1.9
inv: 102 / 5.2
mux2i: 22 / 3.0
nor4: 16 / 1.5
## cell type report
cell class,count,area share [%]
tap,229,3.36
multi-input combinational,885,78.4
inverter,104,4.57
timing repair buffer,123,13.7
## power by group through the flow
stage	Clock, W	Sequential, W	Combinational [W]
finish	0	0	0.000276
global route	0	0	0.000297
CTS	0	0	0.000270
## per-stage QoR
step	setup WS (ps)	std cells	area (um^2)	hold slack, ps	util, %
floorplan	7550	1056	7350	7840	-
global placement	6180	1341	8530	8930	47.5
detailed placement	6200	1341	8530	8910	47.5
CTS	6170	1341	8530	8920	47.5
global route	5780	1341	8530	8990	47.5
finish	6030	1341	8530	8930	47.5
## worst max-delay path, cell delays in order
cell                              delay, ps
sky130_fd_sc_hd__clkdlybuf4s50_1        460
sky130_fd_sc_hd__buf_4                  230
sky130_fd_sc_hd__inv_2                  130
sky130_fd_sc_hd__ha_1                   460
sky130_fd_sc_hd__a21oi_1                300
sky130_fd_sc_hd__a2bb2oi_1              460
sky130_fd_sc_hd__a211oi_1               300
sky130_fd_sc_hd__o211a_1                290
sky130_fd_sc_hd__o21a_1                 170
sky130_fd_sc_hd__o32ai_1                540
sky130_fd_sc_hd__o2111ai_1              310
sky130_fd_sc_hd__nor4_1                 250
sky130_fd_sc_hd__nand4_1                170
sky130_fd_sc_hd__or4_1                  570
sky130_fd_sc_hd__nor4_2                 220
sky130_fd_sc_hd__clkdlybuf4s50_1        490
## final timing paths
check / start / endpoint / slack (ps) / depth (start not counted)
max: B[4] / zero / 6030 / 16
min: B[14] / ALUOut[14] / 8930 / 5
## logic make-up (layout without fill, tap and decap cells)
| family | count (synthesis) | after routing |
|---|---|---|
| xor+xnor | 7 | 7 |
| fa+ha+maj | 98 | 98 |
| mux | 61 | 61 |
| buf+inv | 171 | 227 |
| simple gates | 346 | 346 |
| compound gates | 373 | 373 |
Power is estimated from default activity; no workload was simulated.
